File: flow/design.v
`timescale 1ns / 1ps
module alu_32(
    input [31:0] A_in, B_in,  
    input [3:0] ALU_Sel,  
    output [31:0] ALU_Out,  
    output reg Carry_Out,
    output Zero,  
    output reg Overflow = 1'b0  
);
    reg [31:0] ALU_Result;
    reg [32:0] temp;
    reg [32:0] twos_com;  
    assign ALU_Out = ALU_Result;  
    assign Zero = (ALU_Result == 0);  
    always @(*)
    begin
        Overflow = 1'b0;
        Carry_Out = 1'b0;
        case (ALU_Sel)
        4'b0000:  
            ALU_Result = A_in & B_in;
        4'b0001:  
            ALU_Result = A_in | B_in;
        4'b0010:  
        begin
            ALU_Result = $signed(A_in) + $signed(B_in);
            temp = {1'b0, A_in } + {1'b0, B_in };
            Carry_Out = temp[32];
            if ((A_in[31] & B_in[31] & ~ALU_Out[31]) |
            (~A_in[31] & ~B_in[31] & ALU_Out[31]))
                Overflow = 1'b1;
            else
                Overflow = 1'b0;
        end
        4'b0110:  
        begin
            ALU_Result = $signed(A_in) - $signed(B_in);
            twos_com = ~(B_in) + 1'b1;
            if ((A_in[31] & twos_com[31] & ~ALU_Out[31]) |
            (~A_in[31] & ~twos_com[31] & ALU_Out[31]))
                Overflow = 1'b1;
            else
                Overflow = 1'b0;
        end
        4'b0111:  
            ALU_Result = ($signed(A_in) < $signed(B_in)) ? 32'd1 : 32'd0;
        4'b1100:  
            ALU_Result = ~(A_in | B_in);
        4'b1111:  
            ALU_Result = (A_in == B_in) ? 32'd1 : 32'd0;
        default:
            ALU_Result = A_in + B_in;
        endcase
    end
endmodule
`timescale 1ns / 1ps
module ALUController(
    ALUOp, Funct7, Funct3, Operation
    );
    input  [1:0] ALUOp;
    input  [6:0] Funct7;
    input  [2:0] Funct3;
    output [3:0] Operation;  
    reg [3:0] Operation;   
    always@(*) 
    begin
        case({Funct3,ALUOp})
            5'b11110 : Operation = 4'b0000;      
            5'b11010 : Operation = 4'b0001;      
            5'b10010 : Operation = 4'b1100;      
            5'b01010 : Operation = 4'b0111;      
            5'b00010 : 
                if(Funct7 == 7'h00)              
                   Operation = 4'b0010; 
                else if (Funct7 == 7'h20)        
                   Operation = 4'b0110;         
            5'b11100 : Operation = 4'b0000;      
            5'b11000 : Operation = 4'b0001;      
            5'b10000 : Operation = 4'b1100;      
            5'b01000 : Operation = 4'b0111;      
            5'b00000 : Operation = 4'b0010;      
            5'b01001 : Operation = 4'b0010;      
            default  : Operation = 4'b0000;      
        endcase
    end
endmodule  
`timescale 1ns / 1ps
module Controller(
    Opcode,
    ALUSrc, MemtoReg, RegWrite, MemRead, MemWrite,
    ALUOp
    );
    input [6:0] Opcode;
    output reg ALUSrc;
    output reg MemtoReg;
    output reg RegWrite;
    output reg MemRead;
    output reg MemWrite;
    output reg [1:0] ALUOp;  
    always@(*)
        case(Opcode)          
            7'b0000011 : 
                begin                   
                     MemtoReg = 1'b1;
                     MemWrite = 1'b0;
                     MemRead = 1'b1;
                     ALUSrc = 1'b1;
                     RegWrite = 1'b1;
                     ALUOp = 2'b01;
                end
        7'b0100011 : 
                begin                   
                     MemtoReg = 1'b0;
                     MemWrite = 1'b1;
                     MemRead = 1'b0;
                     ALUSrc = 1'b1;
                     RegWrite = 1'b0;
                     ALUOp = 2'b01;
                 end 
        7'b0010011 : 
                begin                   
                     MemtoReg = 1'b0;
                     MemWrite = 1'b0;
                     MemRead = 1'b0;
                     ALUSrc = 1'b1;
                     RegWrite = 1'b1;
                     ALUOp = 2'b00;
                end
        7'b0110011 :
                begin                    
                     MemtoReg = 1'b0;
                     MemWrite = 1'b0;
                     MemRead = 1'b0;
                     ALUSrc = 1'b0;
                     RegWrite = 1'b1;
                     ALUOp = 2'b10;
                end
        default    :
                begin                    
                     MemtoReg = 1'b0;
                     MemWrite = 1'b0;
                     MemRead = 1'b0;
                     ALUSrc = 1'b0;
                     RegWrite = 1'b0;
                     ALUOp = 2'b00;
                end                   
        endcase    
endmodule  
`timescale 1ns / 1ps
module DataMem( MemRead, MemWrite, addr, write_data, read_data);
   input MemRead, MemWrite;
   input [8:0] addr;
   input [31:0] write_data;
   output reg [31:0] read_data;
   reg [31:0] mem[0:127];   
   always @(*)
   begin
      if(MemRead)
         read_data = mem[addr[8:2]];
      else if(MemWrite)
         mem[addr[8:2]] = write_data;
      else
         read_data = 32'hzzzzzzzz;  
   end
endmodule
`timescale 1ns / 1ps
module data_path #(
    parameter PC_W = 8,        
    parameter INS_W = 32,      
    parameter RF_ADDRESS = 5,  
    parameter DATA_W = 32,     
    parameter DM_ADDRESS = 9,  
    parameter ALU_CC_W = 4     
 )(
    input                  clk ,     
    input                  reset,    
    input                  reg_write,    
    input                  mem2reg,      
    input                  alu_src,      
    input                  mem_write,    
    input                  mem_read,     
    input  [ALU_CC_W-1:0]  alu_cc,       
    output          [6:0]  opcode,       
    output          [6:0]  funct7,       
    output          [2:0]  funct3,       
    output   [DATA_W-1:0]  alu_result    
 );
    wire  [PC_W-1:0]  pc, pc_next;
    wire  [INS_W-1:0] Instruction;
    wire  [DATA_W-1:0] reg1;
    wire  [DATA_W-1:0] reg2;
    wire  [DATA_W-1:0] SrcB;
    wire  [DATA_W-1:0] ExtImm;
    wire  [DATA_W-1:0] DataMem_Read;
    wire  [DATA_W-1:0] WriteBack_Data;
    wire  [DATA_W-1:0] l_alu_result;
    assign pc_next = pc + 4;
    FlipFlop FF( .clk(clk), .reset(reset), .d(pc_next), .q(pc));
    InstMem IM( .addr(pc), .instruction(Instruction));
    assign opcode = Instruction[6:0];
    assign funct3 = Instruction[14:12];
    assign funct7 = Instruction[31:25];
    RegFile RF( 
         .clk           (clk),
         .reset         (reset),
         .rg_wrt_en     (reg_write),
         .rg_wrt_addr   (Instruction[11:11-RF_ADDRESS+1]),
         .rg_rd_addr1   (Instruction[19:19-RF_ADDRESS+1]),
         .rg_rd_addr2   (Instruction[24:24-RF_ADDRESS+1]),
         .rg_wrt_data   (WriteBack_Data),
         .rg_rd_data1   (reg1),
         .rg_rd_data2   (reg2) );
    MUX21 M1( .D1(reg2), .D2(ExtImm), .S(alu_src), .Y(SrcB) );
    ImmGen IG( .InstCode(Instruction), .ImmOut(ExtImm) );
    alu_32 ALU( .A_in(reg1), .B_in(SrcB), .ALU_Sel(alu_cc),
    .ALU_Out(alu_result), .Carry_Out(), .Zero(), .Overflow() );
    DataMem DM( .MemWrite(mem_write), .MemRead(mem_read), 
    .addr(alu_result[DM_ADDRESS-1:0]), .write_data(reg2), .read_data(DataMem_Read) );
    MUX21 M2( .D1(alu_result), .D2(DataMem_Read), .S(mem2reg), .Y(WriteBack_Data) );
endmodule
`timescale 1ns / 1ps
module FlipFlop(
   input  clk , reset,
   input  [7:0] d,
   output [7:0] q
   );
reg [7:0] q;
    always @(posedge clk)
    begin
    if (reset == 1'b1)
        begin
        q <= 1'b0;
        end
    else
        begin
        q <= d;
        end
    end
endmodule
`timescale 1ns / 1ps
module ImmGen(InstCode ,ImmOut);
input [31:0] InstCode;
output reg [31:0] ImmOut;
always @(InstCode)
    begin
    case (InstCode [6:0])
    7'b0000011 :
        ImmOut = {InstCode [31]? {20{1 'b1 }}:20 'b0 , InstCode [31:20]};
    7'b0010011 :
        ImmOut = {InstCode [31]? {20{1 'b1 }}:20 'b0 , InstCode [31:20]};
    7'b0100011 :
        ImmOut = {InstCode [31]? {20{1 'b1 }}:20 'b0 , InstCode [31:25] , InstCode [11:7]};
    7'b0010111 :
        ImmOut = {InstCode [31:12] , 12'b0};
    default :
        ImmOut = {32'b0};
    endcase
    end
endmodule
`timescale 1ns / 1ps
module InstMem(
  input [7:0] addr,
  output wire [31:0] instruction
);
reg [31:0] memory [63:0]; 
initial begin
    memory[0] = 32'h00007033;  
    memory[1] = 32'h00100093;  
    memory[2] = 32'h00200113;  
    memory[3] = 32'h00308193;  
    memory[4] = 32'h00408213;  
    memory[5] = 32'h00510293;  
    memory[6] = 32'h00610313;  
    memory[7] = 32'h00718393;  
    memory[8] = 32'h00208433;  
    memory[9] = 32'h404404b3;  
    memory[10] = 32'h00317533;  
    memory[11] = 32'h0041e5b3;  
    memory[12] = 32'h0041a633;  
    memory[13] = 32'h007346b3;  
    memory[14] = 32'h4d34f713;  
    memory[15] = 32'h8d35e793;  
    memory[16] = 32'h4d26a813;  
    memory[17] = 32'h4d244893;  
    memory[18] = 32'h02b02823;  
    memory[19] = 32'h03002603;  
    end
assign instruction = memory[addr[7:2]];
endmodule
`timescale 1ns / 1ps
module MUX21(D1, D2, S, Y );
    input         S;
    input  [31:0] D1, D2;
    output [31:0] Y;
    assign Y = S ? D2:D1;
endmodule
`timescale 1ns / 1ps
module RegFile(
  input clk, reset, rg_wrt_en,
  input [4:0] rg_wrt_addr, 
  input [4:0] rg_rd_addr1,
  input [4:0] rg_rd_addr2, 
  input [31:0] rg_wrt_data,
  output wire [31:0] rg_rd_data1,
  output wire [31:0] rg_rd_data2
);
    reg [31:0] reg16 [31:0];   
    integer i;
    always@(posedge clk, posedge reset) begin
        if(reset) begin
            for(i=0; i<32; i= i+1) 
                reg16[i] = 32'b0;
        end
        else
            if(rg_wrt_en)
                reg16[rg_wrt_addr] <= rg_wrt_data;
    end
    assign rg_rd_data1 = reg16[rg_rd_addr1];
    assign rg_rd_data2 = reg16[rg_rd_addr2];
endmodule
`timescale 1ns / 1ps
module processor
(
    input clk, reset,
    output [31:0] Result
);
    wire reg_write;
    wire mem2reg;
    wire alu_src;
    wire mem_write;
    wire mem_read;
    wire [3:0] alu_cc;
    wire [6:0] opcode, funct7;
    wire [2:0] funct3;
    wire [1:0] alu_op;
     Controller controller( .Opcode(opcode), .ALUSrc(alu_src), .MemtoReg(mem2reg),
     .MemWrite(mem_write), .MemRead(mem_read), .RegWrite(reg_write), .ALUOp(alu_op) );
     ALUController ALU_controller( .ALUOp(alu_op), .Funct3(funct3), 
     .Funct7(funct7), .Operation(alu_cc) );
     data_path datapath(  .clk(clk), .reset(reset), .reg_write(reg_write), .mem2reg(mem2reg),
     .alu_src(alu_src), .mem_write(mem_write), .mem_read(mem_read), .alu_cc(alu_cc),
     .opcode(opcode), .funct3(funct3), .funct7(funct7), .alu_result(Result) );
endmodule  
File: flow/run.sh
#!/bin/bash
# OpenROAD 26Q1-2900-gdf79404cd8, Yosys 0.63+post, stock flow scripts
make -C /OpenROAD-flow-scripts/flow DESIGN_CONFIG=/design/flow/config.mk WORK_HOME=/design/flow/orfs finish
File: flow/config.mk
export PLATFORM = sky130hd
export DESIGN_NAME = processor
export DESIGN_NICKNAME = processor
export VERILOG_FILES = /design/flow/design.v
export SDC_FILE = /design/flow/constraint.sdc
export NUM_CORES = 4
export LEC_CHECK = 1
export CORE_UTILIZATION = 40
File: flow/constraint.sdc
current_design processor

set clk_period 29.1
set clk_io_pct 0.2

create_clock -name clk0 -period $clk_period [get_ports {clk}]

set non_clock_inputs [all_inputs -no_clocks]
set_input_delay [expr $clk_period * $clk_io_pct] -clock clk0 $non_clock_inputs
set_output_delay [expr $clk_period * $clk_io_pct] -clock clk0 [all_outputs]
==> results.yml <==
# flow metrics
status:
  outcome: "complete, but fails checks"
  violations_in_the_final_reports: "antenna violations"
floorplanning:
  design.core.area_mm2: 0.3494
  io_pins: 34
  rows: 217
  die_h_um: 594.6
  floorplan.die_area_mm2: 0.3535
  floorplanUtilization_pct: 40.20
  floorplan.die.width_um: 594.6
yosys:
  yosys_area_mm2: 0.1405
  yosys.area.top_type: "sky130_fd_sc_hd__dlxtn_1"
  numSynthFlops: 5184
  ys_cells: 13810
  synth.top_cells.by_area: "sky130_fd_sc_hd__dlxtn_1 (44%), sky130_fd_sc_hd__dfrtp_1 (18%), sky130_fd_sc_hd__a22oi_1 (7.5%)"
  yosysWarnings: 11
  synth_area_mm2: 0.1405
  syn-instance-count: 13810
  yosys_top_cell_area_share_pct: 44.14
  synth-edff-count: 0
  share_of_async_settable_or_async_resettable_flops_after_synthesis_pct: 19.75
  yosys.cell_types.count: 109
  syn_avg_cell_area_um2: 10.17
  postSynth.topFlopCell: "sky130_fd_sc_hd__dlxtn_1"
clock_tree:
  cts.path.max_buffers: 3
  cts_repair_resize_count: 0
  clk_pin_slew_worst_paths_ns: 0.07
  post_cts_buffers: 0
  cts_buffers: 95
  clk_latency_ns: 0.76
  cts_max_level: 3
  tritoncts: "done"
  hold_buffers: 0
  cts_root_buffer: "sky130_fd_sc_hd__clkbuf_16"
flow_run:
  log.warning_count: 129
  maxCapViolCount: 0
final_timing:
  fin_skew_ns: 0.1132
  worst_slew_margin_rel_pct: 0.2621
  unclocked_pins: 4132
  final_max_slew_viol_count: 0
  max_clock_freq_ghz: 0.06706
  rsz_0062_raised_after_global_routing: "no"
  sum_of_negative_setup_slack_ns: 0
  final_hold_vios: 0
  worst_slew_pin_slew_ns: 1.496
  finalClockPeriodUsage_pct: 51.24
  number_of_unconstrained_endpoints: 4132
  setup_viol: 0
  final.min_clock_period_ns: 14.91
worst_setup_path:
  critPathMostFrequentCell: "sky130_fd_sc_hd__buf_4"
  worst_ep_arrival_time_ns: 9.09
  worstSetupPathType: "register to primary output"
  crit_cells: 24
  path_cells: "or3b_2 -> nor2_4 -> buf_4 -> a22oi_1 -> nand4_1 -> o32a_2 -> buf_4 -> mux2i_1 -> a21oi_1 -> ha_1 -> inv_1 -> fa_1 -> nor3_1 -> o31ai_1 -> a31oi_1 -> o21bai_1 -> a311oi_1 -> o2bb2ai_1 -> nor3_1 -> or3_1 -> a211oi_1 -> nand4bb_1 -> buf_4 -> clkdlybuf4s50_1"
  crit_path_top_delay_cell: "sky130_fd_sc_hd__buf_4"
  count_of_buffer_and_inverter_cells_on_the_critical_path: 5
  worstRegToRegCells: 26
  worst_setup_path_startpoint: "datapath.IG.InstCode[20]"
  cp.required_ns: 23.28
  endpoint_kind: "primary output"
  r2r_setup_slack_ns: 20.53
  r2r-end: "datapath.RF.reg16[15][24]"
  worstSetupStartpointType: "register"
  worst_path_largest_cell_delay_ns: 0.64
  cpLargestDelayFamily: "AND-OR/OR-AND gates"
  timing.rr.start: "datapath.IG.InstCode[20]"
  endpoint: "Result[24]"
  worstPathMaxFanout: 34
grt:
  global_route.overflow_total: 0
  pin_count_of_the_biggest_net_entering_global_routing: 119
  wire_length_of_the_first_global_routing_pass_mm: 1151
  antenna_found_initial: 140
  vias_in_the_first_global_route: 120200
  groute.usage.overall_pct: 51.24
pwr:
  power_total_mw: 12.47
  power_density_mw_per_mm2: 80.34
  ir_drop_uv: 121.3
  p_leak_nw: 68.48
detailed_routing:
  via_cell_ratio: 7.104
  vias: 132100
  wire_per_inst_um: 47.34
  drt.antenna.violating_nets: 2
  first_iter_violations: 17330
  drt-pass1-iter-count: 10
  remaining_drc_errors: 0
  wirelength_mm: 880.5
cells_and_area:
  seqCellArea_mm2: 0.08822
  filler_cell_count: 32770
  combGateArea_mm2: 0.05044
  flow.area_growth_from_synthesis_pct: 10.48
  post_route_cells_drive_above_1_share_pct: 11.25
worst_hold_path:
  timing.hold.worst.class: "register to register"
placement:
  portBuffers: 33
  routabilityCongestion: 1.149
  post-dp-hpwl_mm: 561.9
## cell usage in the layout (no fill, tap or decap), types with 35 or more instances in the layout
cell,instances
sky130_fd_sc_hd__a21oi_1,257
sky130_fd_sc_hd__a221oi_1,444
sky130_fd_sc_hd__a222oi_1,149
sky130_fd_sc_hd__a22o_1,439
sky130_fd_sc_hd__a22oi_1,1401
sky130_fd_sc_hd__and3_1,93
sky130_fd_sc_hd__and4_1,36
sky130_fd_sc_hd__buf_4,788
sky130_fd_sc_hd__clkbuf_16,95
sky130_fd_sc_hd__dfrtp_1,1024
sky130_fd_sc_hd__diode_2,194
sky130_fd_sc_hd__dlxtn_1,4132
sky130_fd_sc_hd__ha_1,109
sky130_fd_sc_hd__inv_1,115
sky130_fd_sc_hd__mux2_2,100
sky130_fd_sc_hd__nand2_1,1415
sky130_fd_sc_hd__nand3_1,259
sky130_fd_sc_hd__nand4_1,351
sky130_fd_sc_hd__nor2_1,193
sky130_fd_sc_hd__nor2_4,119
sky130_fd_sc_hd__nor3_1,84
sky130_fd_sc_hd__nor3_2,36
sky130_fd_sc_hd__nor4_1,49
sky130_fd_sc_hd__o21ai_0,1035
sky130_fd_sc_hd__o21ai_4,50
sky130_fd_sc_hd__o22a_1,35
sky130_fd_sc_hd__o22ai_1,39
sky130_fd_sc_hd__or4_1,38
## worst min path at each step
stage	startpoint	end	slack, ns	depth (start not counted)
CTS	datapath.RF.reg16[27][20]	datapath.RF.reg16[27][20]	0.48	2
global route	datapath.RF.reg16[27][20]	datapath.RF.reg16[27][20]	0.50	2
finish	datapath.RF.reg16[27][20]	datapath.RF.reg16[27][20]	0.48	2
## stage by stage
| stage | instances | cell area [um^2] | hold slack [ns] | worst slack (ns) | utilization [%] |
|---|---|---|---|---|---|
| after global placement | 18230 | 151200 | 0.4616 | 15.34 | 43.27 |
| final | 18600 | 155200 | 0.4834 | 14.19 | 44.41 |
| after floorplan | 13810 | 140500 | 0.4498 | 3.747 | - |
| after detailed placement | 18230 | 151200 | 0.4701 | 15.32 | 43.27 |
| after CTS | 18410 | 154700 | 0.4837 | 14.49 | 44.27 |
| after global routing | 18490 | 154900 | 0.5006 | 14.02 | 44.33 |
## layout make-up
class	count	share of cell area, %
clock buffer	127	1.738
sequential	5184	56.85
tap	4599	3.708
timing repair buffer	825	4.076
inverter	123	0.3015
clock inverter	50	0.5144
antenna	194	0.3128
multi-input combinational	7499	32.50
## power breakdown
part / total (mW) / internal (mW) / switching (mW)
Sequential: 5.01 / 4.25 / 0.756
Combinational: 6.04 / 1.22 / 4.82
Clock: 1.42 / 0.788 / 0.629
## sequential cells by signal, indices dropped and copies added, names as in the netlist
name,cells
datapath.RF.reg16,1024
datapath.FF.q,5
datapath.DM.mem,4096
ALU_controller.Operation,4
datapath.IG.InstCode,23
datapath.DM.read_data,32
## metal layers
metal	track usage [%]	vias to the layer above	wire length, um
met4	44.57	78	103800
met2	65.75	12930	341100
met1	56.90	64080	282500
met5	9.087	-	3221
li1	-	50640	-
met3	34.15	4413	149900
## logic make-up (layout without fill, tap and decap cells)
group / Yosys count / in the layout / synth area share, %
adders and majority gates: 111 / 111 / 0.9994
muxes: 148 / 148 / 1.144
latches: 4132 / 4132 / 44.14
and+or+nand+nor: 2944 / 2944 / 9.855
AOI/OAI and AO/OA: 4282 / 4282 / 21.92
buffers and inverters: 1130 / 1125 / 3.186
xor gates and xnor gates: 14 / 14 / 0.08729
other: 0 / 194 / 0
DFF: 1052 / 1052 / 18.64
## cell usage after synthesis (44+ instances only)
master,number
sky130_fd_sc_hd__ha_1,109
sky130_fd_sc_hd__dlxtn_1,4132
sky130_fd_sc_hd__nand3_1,269
sky130_fd_sc_hd__o32a_1,44
sky130_fd_sc_hd__inv_1,117
sky130_fd_sc_hd__nand4_1,351
sky130_fd_sc_hd__nor4_1,75
sky130_fd_sc_hd__nor3_1,119
sky130_fd_sc_hd__dfrtp_1,1024
sky130_fd_sc_hd__buf_2,125
sky130_fd_sc_hd__a221oi_1,444
sky130_fd_sc_hd__a222oi_1,149
sky130_fd_sc_hd__mux2i_1,48
sky130_fd_sc_hd__a21oi_1,260
sky130_fd_sc_hd__o21ai_0,1093
sky130_fd_sc_hd__mux2_2,100
sky130_fd_sc_hd__clkbuf_1,759
sky130_fd_sc_hd__a22o_1,439
sky130_fd_sc_hd__buf_1,110
sky130_fd_sc_hd__or4_1,46
sky130_fd_sc_hd__and3_1,95
sky130_fd_sc_hd__nand2_1,1461
sky130_fd_sc_hd__a22oi_1,1401
sky130_fd_sc_hd__nor2_1,315
## worst register-to-register path, stage by stage, from the launching register on
cell                        delay (ns)
sky130_fd_sc_hd__dfxtp_1          0.54
sky130_fd_sc_hd__or3b_2           0.62
sky130_fd_sc_hd__nor2_4           0.50
sky130_fd_sc_hd__buf_4            0.65
sky130_fd_sc_hd__a22oi_1          0.20
sky130_fd_sc_hd__nand4_1          0.13
sky130_fd_sc_hd__o32a_2           0.16
sky130_fd_sc_hd__buf_4            0.43
sky130_fd_sc_hd__mux2i_1          0.19
sky130_fd_sc_hd__a21oi_1          0.29
sky130_fd_sc_hd__ha_1             0.25
sky130_fd_sc_hd__inv_1            0.09
sky130_fd_sc_hd__fa_1             0.43
sky130_fd_sc_hd__nor3_1           0.24
sky130_fd_sc_hd__o31ai_1          0.13
sky130_fd_sc_hd__a31oi_1          0.40
sky130_fd_sc_hd__o21bai_1         0.22
sky130_fd_sc_hd__a311oi_1         0.63
sky130_fd_sc_hd__o2bb2ai_1        0.35
sky130_fd_sc_hd__nor3_1           0.14
sky130_fd_sc_hd__or3_1            0.36
sky130_fd_sc_hd__nand4_1          0.11
sky130_fd_sc_hd__nand4bb_1        0.25
sky130_fd_sc_hd__buf_4            0.31
sky130_fd_sc_hd__mux2i_2          0.19
sky130_fd_sc_hd__buf_4            0.35
sky130_fd_sc_hd__o21ai_0          0.20
No activity file was given, so power comes from the tool's default toggle rates.
